==> flow/config.mk <==
export PLATFORM = sky130hd
export DESIGN_NAME = Core2Mem_FSM
export DESIGN_NICKNAME = Core2Mem_FSM
export VERILOG_FILES = /design/flow/design.v
export SDC_FILE = /design/flow/constraint.sdc
export NUM_CORES = 4
export LEC_CHECK = 1
export CORE_AREA = 10 10 218 218
export DIE_AREA = 0 0 228 228
==> flow/constraint.sdc <==
current_design Core2Mem_FSM

set clk_period 18.9
set clk_io_pct 0.2

create_clock -name clk0 -period $clk_period [get_ports {clk}]

set non_clock_inputs [all_inputs -no_clocks]
set_input_delay [expr $clk_period * $clk_io_pct] -clock clk0 $non_clock_inputs
set_output_delay [expr $clk_period * $clk_io_pct] -clock clk0 [all_outputs]
==> flow/design.v <==
module Core2Mem_FSM (
    input wire clk,
    input wire rstn,
    input wire [63:0] pc,
    input wire if_request,
    input wire switch_mode,
    input wire [63:0] address_cpu,
    input wire wen_cpu,
    input wire ren_cpu,
    input wire [63:0] wdata_cpu,
    input wire [7:0] wmask_cpu,
    output [31:0] inst,
    output [63:0] rdata_cpu,
    output if_stall,
    output mem_stall,
    output reg [63:0] address_mem,
    output reg ren_mem,
    output reg wen_mem,
    output reg [7:0] wmask_mem,
    output reg [63:0] wdata_mem,
    input wire [63:0] rdata_mem,
    input wire valid_mem
);
    reg switch_flush;
    reg [1:0] state;
    initial begin
        state = 0;
    end
    always @(posedge clk or negedge rstn) begin
        if (rstn == 0) begin
            state <= 0;
        end else begin
            case(state) 
                2'b00: begin
                    if (ren_cpu || wen_cpu) begin
                        state <= 2'b10;
                        address_mem <= address_cpu;
                        ren_mem <= ren_cpu;
                        wen_mem <= wen_cpu;
                        wmask_mem <= wmask_cpu;
                        wdata_mem <= wdata_cpu;
                    end else if (if_request == 1) begin
                        state <= 2'b01;
                        address_mem <= pc;
                        ren_mem <= 1;
                        wen_mem <= 0;
                        wmask_mem <= pc[2] ? 8'hF0 : 8'h0F;
                        wdata_mem <= 0;
                    end else begin
                        state <= 2'b00;
                    end
                end
                2'b01: begin
                    if (valid_mem) begin 
                        state <= 2'b00;
                        ren_mem <= 0;
                        wen_mem <= 0;
                        address_mem <= 0;
                        wmask_mem <= 0;
                        wdata_mem <= 0;
                    end else begin
                        state <= 2'b01;
                    end
                end
                2'b10: begin
                    if (valid_mem) begin
                        state <= 2'b00;
                        ren_mem <= 0;
                        wen_mem <= 0;
                        address_mem <= 0;
                        wmask_mem <= 0;
                        wdata_mem <= 0;
                    end else begin
                        state <= 2'b10;
                    end
                end
                default: begin
                    state <= 2'b00;
                    ren_mem <= 0;
                    wen_mem <= 0;
                    address_mem <= 0;
                    wmask_mem <= 0;
                    wdata_mem <= 0;
                end
            endcase
        end
    end
    always @(posedge clk) begin
        if (~rstn) begin
            switch_flush <= 1'b0;
        end else if (state == 2'b01 && ~valid_mem && switch_mode) begin
            switch_flush <= 1'b1;
        end else if (state == 2'b01 && valid_mem) begin
            switch_flush <= 1'b0;
        end
    end
    assign if_stall = ((if_request | ren_cpu | wen_cpu) & (~valid_mem | state != 2'b01)) | switch_flush;
    assign mem_stall = (ren_cpu | wen_cpu) & (~valid_mem | state != 2'b10);
    assign inst = pc[2] ? rdata_mem[63:32] : rdata_mem[31:0];
    assign rdata_cpu = rdata_mem;
endmodule
==> flow/run.sh <==
#!/bin/bash
# OpenROAD 26Q1-2900-gdf79404cd8, Yosys 0.63+post, stock flow scripts
make -C /OpenROAD-flow-scripts/flow DESIGN_CONFIG=/design/flow/config.mk WORK_HOME=/design/flow/orfs finish
==> flow_summary.yaml <==
# yosys + openroad results
status:
  status: "complete, no violations"
power:
  power_switching_uw: 332
  seqPwrFrac: 0.387
  power_density_nw_per_um2: 94.2
  p_int_uw: 888
  p_leak_uw: 0.00462
  combPwrFrac: 0.322
  swShare: 0.272
  power_frac_clock: 0.290
  ir_drop_mv: 0.0529
finish:
  regArea_um2: 4210
  fillerInstances: 4347
  lay_top_count: "clkdlybuf4s50_1"
  drive_gt1_frac: 0.0776
  combGateArea_um2: 2240
  final_cell_mix: "clkdlybuf4s50_1 (503), edfxtp_1 (138), a21oi_1 (76)"
  syn2layout_area_growth_pct: 80.4
grt:
  antenna_found_initial: 13
  busiest_layer: "met2"
  track_usage: 0.135
  grt_max_degree: 88
  grt_pass1_wl_um: 50300
  met2_usage: 0.227
  gr-total-overflow: 0
  grt_pass1_vias: 6775
  grtUsageMet3: 0.0833
  grtUsageMet1: 0.136
routing:
  drtIter0Drc: 439
  vias_per_cell: 4.02
  vias: 6476
  wl_per_cell_um: 22.3
  dr.pass1.iters: 4
  drc: 0
  ant_nets: 0
  finalWirelength_um: 36000
clock_network:
  clk_root_buffer_cell: "clkbuf_16"
  clk_pin_slew_ps: 60
  cts_resized: 0
  cts_buffers: 17
  cts_tree: "built"
  worst_skew_pair.late_latency_ps: 460
  cts_num_sinks: 141
  clockBufferDepth: 2
  htreeDepth: 4
  postCtsSetupRepairBufs: 0
  ctsHoldBuffers: 0
worst_setup_path:
  crit_fanout: 66
  path_class: "in2out"
  regToRegSetupSlack_ps: 16250
  cp-startpoint: "ren_cpu"
  r2r_cells: 5
  critical_path.startpoint_type: "input port"
  setup.worst_path.end_class: "output port"
  r2r-start: "state[0]$_DFF_PN0_"
  cp_data_arrival_time_ps: 5810
  cp_data_required_time_ps: 15120
  reg2reg_to: "address_mem[59]$_SDFFCE_PP0P_"
floorplan:
  die_w_um: 228
  chipArea_um2: 52000
  io_pins: 507
  die_h_um: 228
  fp.coreArea_um2: 42900
  initCoreUtil: 0.167
  rows: 76
job:
  warnings: 29
  maxCapViolations: 0
logic_synthesis:
  netlist_area_um2: 7180
  ys.flops: 141
  synth_cell_type_count: 28
  yosys_warnings: 1
  synth-area-yosys_um2: 7180
  ys_seq_frac: 0.587
  syn_inst: 592
  postSynthAreaPerCell_um2: 12.1
  synth_stat.cells: 592
placement:
  port_buffers: 506
  gp_congestion: 0.914
  hpwl_um: 28000
hold_path:
  worst_hold_startpoint: "switch_flush$_SDFFE_PN0P_"
  hold_depth: 2
  hp-class: "reg2reg"
  whs_endpoint: "switch_flush$_SDFFE_PN0P_"
final_timing:
  finClkSkew_ps: 20.8
  finalMaxSlewViolations: 0
  hold_viol_final: 0
  worstMarginPinSlew_ps: 830
  fin_crit_ps: 9590
  rsz0062_at_grt: "no"
  setup_tns_ps: 0
  max_slew_margin: 0.447
  whs_ps: 614
  timing.fmax_mhz: 104
  setup_viol: 0
  finalClockPeriodUsage: 0.508
==> worst max-delay path: stages <==
cell and delay (ps):
buf_4 460, or2_2 210, buf_4 470, a21boi_0 280
clkdlybuf4s50_1 510
==> state kept, by name, summed over array words and instances, names as in the netlist <==
name	count
wmask_mem	8
wdata_mem	64
wen_mem	1
state	2
ren_mem	1
address_mem	64
switch_flush	1
==> power by group through the flow <==
stage,clock network (uW),logic [uW],registers [uW]
global route,378,430,481
finish,354,393,473
CTS,368,408,474
==> worst max-delay path by stage <==
stage / endpoint / cells after the start
5_1_grt: mem_stall / 5
4_1_cts: mem_stall / 5
6_report: mem_stall / 5
==> per-stage QoR <==
| step | instance area [um^2] | instances | total power (uW) | setup slack, ps | util |
|---|---|---|---|---|---|
| 5_1_grt | 12900 | 1610 | 1290 | 9170 | 0.302 |
| 3_3_place_gp | 12300 | 1571 | 882 | 9320 | 0.287 |
| 4_1_cts | 12900 | 1603 | 1250 | 9320 | 0.301 |
| 6_report | 12900 | 1611 | 1220 | 9310 | 0.302 |
| 3_5_place_dp | 12300 | 1571 | 885 | 9310 | 0.287 |
| 2_1_floorplan | 7180 | 592 | 596 | 10590 | - |
==> synthesized netlist by cell type <==
master	number	area (um^2)
a21o_1	1	7.51
clkbuf_2	1	5.00
or3b_1	63	552
buf_4	64	480
and2_1	1	6.26
a21oi_1	76	380
a21boi_0	1	7.51
or3b_4	1	11.3
buf_6	3	33.8
and3b_1	1	8.76
or3_1	1	6.26
dfrtp_1	2	50.1
nand2b_1	3	18.8
or3_4	1	11.3
edfxtp_1	138	4140
nand2_1	1	3.75
ha_1	5	62.6
o311a_1	1	10.0
mux2_2	32	360
inv_1	4	15.0
nand4bb_1	1	11.3
and3_1	64	400
clkbuf_1	47	176
inv_2	1	3.75
buf_2	4	20.0
o21ai_0	73	365
dfxtp_1	1	20.0
or2_2	1	6.26
==> area by class of cell <==
| cell class | instances | area share |
|---|---|---|
| Antenna cell | 8 | 0.00155 |
| Clock buffer | 17 | 0.0329 |
| Clock inverter | 15 | 0.0145 |
| Inverter | 5 | 0.00155 |
| Multi-Input combinational cell | 327 | 0.173 |
| Sequential cell | 141 | 0.325 |
| Tap cell | 585 | 0.0565 |
| Timing Repair Buffer | 513 | 0.394 |
==> routing by layer <==
| layer | vias up | routed length [um] |
|---|---|---|
| li1 | 2982 | - |
| met1 | 3042 | 11900 |
| met2 | 403 | 17900 |
| met3 | 43 | 4960 |
| met4 | 6 | 1190 |
| met5 | - | 29 |
==> logic make-up after synthesis <==
group           count (synthesis)  synth area share
fa+ha+maj                       5           0.00872
simple gates                  138             0.144
flops                         141             0.587
buf+inv                       124             0.102
mux                            32            0.0502
compound gates                152             0.107
Power is estimated from default activity; no workload was simulated.
