==> design/flow/design.v <==
module ALU (
  input  clk,
  input  [63:0] a,
  input  [63:0] b,
  input  [3:0]  alu_op,
  output [63:0] res
);
  wire signed [63:0] sa = a;
  wire signed [63:0] sb = b;
  wire signed [31:0] la = a[31:0];
  wire signed [31:0] lb = b[31:0];
  wire [31:0] lau = a[31:0];
  wire [31:0] lbu = b[31:0];
  wire signed [31:0] lres;
  wire signed [63:0] shift = sa >>> sb[5:0];
  wire signed [31:0] lshift = la >>> lbu[4:0];
    assign lres = alu_op == 4'b1010 ? la + lb :
          alu_op == 4'b1011 ? la - lb :
          alu_op == 4'b1100 ? lau << lbu[4:0] :
          alu_op == 4'b1101 ? lau >> lbu[4:0] :
          alu_op == 4'b1110 ? lshift :
          0;
    assign res = alu_op == 4'b0000 ? sa + sb : 
          alu_op == 4'b0001 ? sa - sb :
          alu_op == 4'b0010 ? a & b :
          alu_op == 4'b0011 ? a | b :
          alu_op == 4'b0100 ? a ^ b : 
          alu_op == 4'b0101 ? (sa < sb ? 64'b1 : 64'b0) :
          alu_op == 4'b0110 ? (a < b ? 64'b1 : 64'b0) :
          alu_op == 4'b0111 ? a << b[5:0] : 
          alu_op == 4'b1000 ? a >> b[5:0] :
          alu_op == 4'b1001 ? shift :
          alu_op >= 4'b1010 ? { {(64 - 32){lres[31]}}, lres } : 0;
endmodule
==> design/flow/run.sh <==
#!/bin/bash
# OpenROAD 26Q1-2900-gdf79404cd8, Yosys 0.63+post, stock flow scripts
make -C /OpenROAD-flow-scripts/flow DESIGN_CONFIG=/design/flow/config.mk WORK_HOME=/design/flow/orfs finish
==> design/flow/config.mk <==
export PLATFORM = sky130hd
export DESIGN_NAME = ALU
export DESIGN_NICKNAME = ALU
export VERILOG_FILES = /design/flow/design.v
export SDC_FILE = /design/flow/constraint.sdc
export NUM_CORES = 4
export LEC_CHECK = 1
export CORE_UTILIZATION = 40
==> design/flow/constraint.sdc <==
current_design ALU

set clk_period 42.8
set clk_io_pct 0.2

create_clock -name clk0 -period $clk_period

set non_clock_inputs [all_inputs -no_clocks]
set_input_delay [expr $clk_period * $clk_io_pct] -clock clk0 $non_clock_inputs
set_output_delay [expr $clk_period * $clk_io_pct] -clock clk0 [all_outputs]
==> PnR_summary.wiki <==
== Metrics ==
{| class="wikitable"
! Metric !! Value
|-
| Count of distinct cell types in the synthesized netlist || 110
|-
| CLK BUF || 0
|-
| Num sequential || 0
|-
| GP Congestion || 1.17
|-
| Final Total Pwr || 0.000458 W
|-
| Number of design rule violations left after detail routing || 0
|-
| Internal power || 0.000154 W
|-
| Post-Route WL || 176,000 microns
|-
| Signed area change from the synthesized netlist to the final layout || 11.2%
|-
| Via count of the first global-routing pass || 31,100
|-
| Post-synthesis simple-gate area fraction || 0.209
|-
| Number of setup violations in the final report || 0
|-
| Worst path cell trace || clkdlybuf4s50_1, inv_1, ha_1, nand2_1, nor4_1, o2111ai_1, a2111oi_2, a211oi_2, buf_4, o41a_1, o31a_1, o21ai_2, a221oi_2, xnor2_1, a221o_1, clkdlybuf4s50_1
|-
| MUX area fraction || 0.164
|-
| Post-CTS Hold Fix Bufs || 0
|-
| Max-Slew Margin vs Limit || -0.0103
|-
| Crit Path Category || primary input to output pin
|-
| Post-route cell area || 27,700 sq um
|-
| Standard cell core area || 61,600 sq um
|-
| Number of ports placed on the die boundary || 197
|-
| Adder-cell share of the synthesized area || 0.0985
|-
| # Max-Cap Violations || 1
|-
| Data required, critical path || 34.24 ns
|-
| Final Hold Vio Count || 0
|-
| Number of cells in the yosys synthesis report || 3,859
|-
| Post-synthesis area per instance || 6.46 sq um
|-
| Count of input and output buffers || 196
|-
| First DRT Iteration DRCs || 5,380
|-
| Number of placement rows || 91
|-
| All-Layer GR Usage || 0.555
|-
| Share of the yosys chip area belonging to registers || 0
|-
| Worst min-delay path endpoint || res[33]
|-
| Total power divided by cell area || 16.5 nW/um^2
|-
| And-or/or-and share of the synthesized area || 0.410
|-
| Post-CTS Setup Bufs || 0
|-
| Class of the most critical hold timing path || primary input to output pin
|-
| Capturing element type of the critical path || output pin
|-
| Longest individual stage delay on the worst path || 0.96 ns
|-
| Worst Hold Launch || alu_op[3]
|-
| Hold_ws || 18.20 ns
|-
| Leak || 11.0 nW
|-
| Critical path launch point type || primary input
|-
| Failing checks || max-capacitance violations, max-slew violations
|-
| Area reported by Yosys stat || 24,900 sq um
|-
| Number of warning messages in the logs || 166
|-
| Vias after detailed routing || 34,200
|-
| Fillers || 6,493
|-
| Netlist area before placement || 24,900 sq um
|-
| Most used cell along the critical path || sky130_fd_sc_hd__clkdlybuf4s50_1
|-
| Sequential cell area || 0 sq um
|-
| Init Core Util || 0.405
|-
| Layout cells sized above 1 || 0.110
|-
| Overflow left after global routing || 0
|-
| Die area || 63,300 sq um
|-
| Share of total power consumed by net switching || 0.664
|-
| Ratio of final minimum period to clock period || 0.542
|-
| XOR/XNOR Area Share || 0.0221
|-
| First-pass GRT wire length || 244,000 microns
|-
| Cell count after placement || 4,721
|-
| Routed Antenna Nets || 0
|-
| Cell area after placement || 27,700 sq um
|-
| Number of instances in the synthesized netlist || 3,859
|-
| Setup TNS || 0 ns
|-
| Count of cells along the worst hold path || 5
|-
| Post-detailed-route wirelength per cell || 37.3 microns
|-
| Slew Viols, Final || 1
|-
| Syn. warnings || 0
|-
| Drt pass-1 iters || 9
|-
| Fmax || 43.1 MHz
|-
| Average via count per standard cell || 7.23
|-
| Resized Gates After CTS || 0
|-
| Initial antenna violation count || 19
|-
| Data arrival at the endpoint of the critical path || 14.66 ns
|-
| Unrepaired setup endpoints after global routing || false
|-
| Final critical path time including I/O delays and setup || 23.22 ns
|-
| Cell with the biggest individual delay on the critical path || sky130_fd_sc_hd__clkdlybuf4s50_1
|-
| Worst Tran Pin Value || 1.50 ns
|-
| Largest combinational cell category by area || AND-OR/OR-AND gates
|-
| Die height || 252 microns
|-
| Critical path fanouts, max || 16
|-
| Die width || 252 microns
|-
| Largest net degree at the start of global routing || 115
|-
| Result of the run || complete, but fails checks
|-
| Post-route non-filler standard cell count || 4,727
|-
| Detailed placer's ending HPWL || 137,000 microns
|-
| Net load switching power || 0.000304 W
|-
| Maximum resistive drop on vdd || 0.0112 mV
|}
## metal layers
metal | share of wire | vias up | wire, microns | global-route usage
li1 | - | 14500 | - | -
met1 | 0.37 | 15900 | 64800 | 0.694
met2 | 0.38 | 2973 | 67900 | 0.749
met3 | 0.14 | 766 | 24600 | 0.213
met4 | 0.11 | 16 | 19000 | 0.461
met5 | 0.0012 | - | 207 | 0
## cells in the final DEF, fill, tap and decap left out, types with 29 or more instances in the layout
cell type,n
sky130_fd_sc_hd__nor2_1,485
sky130_fd_sc_hd__a21oi_1,446
sky130_fd_sc_hd__nand2_1,371
sky130_fd_sc_hd__o21ai_0,308
sky130_fd_sc_hd__ha_1,193
sky130_fd_sc_hd__inv_1,187
sky130_fd_sc_hd__clkdlybuf4s50_1,186
sky130_fd_sc_hd__buf_4,176
sky130_fd_sc_hd__mux2i_1,162
sky130_fd_sc_hd__a211oi_1,90
sky130_fd_sc_hd__o211ai_1,79
sky130_fd_sc_hd__mux2_2,77
sky130_fd_sc_hd__mux4_2,71
sky130_fd_sc_hd__o22ai_1,70
sky130_fd_sc_hd__nor3_1,68
sky130_fd_sc_hd__a221oi_1,68
sky130_fd_sc_hd__nand3_1,64
sky130_fd_sc_hd__xnor2_1,50
sky130_fd_sc_hd__a31oi_1,49
sky130_fd_sc_hd__o21bai_1,40
sky130_fd_sc_hd__a21o_1,36
sky130_fd_sc_hd__a221o_1,32
sky130_fd_sc_hd__a22oi_1,30
sky130_fd_sc_hd__nand2b_1,29
sky130_fd_sc_hd__o31ai_1,29
## worst max-delay path by stage
stage	startpoint	end	slack [ns]	cells after the start
6_report	a[17]	res[62]	19.58	16
5_1_grt	a[19]	res[62]	19.37	16
4_1_cts	a[19]	res[62]	19.83	16
## stage by stage
step	utilization	setup WS [ns]
after floorplan	-	21.52
after global placement	0.450	19.84
after detailed placement	0.450	19.85
after CTS	0.450	19.83
after global routing	0.450	19.37
final	0.450	19.58
## synth_stat cells (16+ instances only)
master	number	area, sq um
sky130_fd_sc_hd__mux4_2	71	1600
sky130_fd_sc_hd__o21ai_1	25	125
sky130_fd_sc_hd__clkbuf_1	195	732
sky130_fd_sc_hd__nand4_1	16	100
sky130_fd_sc_hd__a211oi_1	90	676
sky130_fd_sc_hd__mux2_2	77	867
sky130_fd_sc_hd__o221ai_1	27	236
sky130_fd_sc_hd__o31ai_1	29	218
sky130_fd_sc_hd__inv_1	190	713
sky130_fd_sc_hd__nor3_1	68	340
sky130_fd_sc_hd__a22oi_1	30	225
sky130_fd_sc_hd__ha_1	193	2410
sky130_fd_sc_hd__nor4_1	16	100
sky130_fd_sc_hd__o21bai_1	40	300
sky130_fd_sc_hd__buf_6	27	304
sky130_fd_sc_hd__and2_1	18	113
sky130_fd_sc_hd__a31oi_1	49	307
sky130_fd_sc_hd__a221o_1	32	320
sky130_fd_sc_hd__a221oi_1	68	596
sky130_fd_sc_hd__o21a_1	26	195
sky130_fd_sc_hd__nand2_1	372	1400
sky130_fd_sc_hd__mux2i_1	162	1620
sky130_fd_sc_hd__a21oi_1	446	2230
sky130_fd_sc_hd__nand3_1	64	320
sky130_fd_sc_hd__nor2b_1	28	175
sky130_fd_sc_hd__o21ai_0	309	1550
sky130_fd_sc_hd__a21o_1	36	270
sky130_fd_sc_hd__nor2_1	494	1850
sky130_fd_sc_hd__xnor2_1	50	438
sky130_fd_sc_hd__o22ai_1	70	438
sky130_fd_sc_hd__o211ai_1	79	593
sky130_fd_sc_hd__buf_1	44	165
sky130_fd_sc_hd__buf_2	71	355
sky130_fd_sc_hd__nand2b_1	29	181
## critical path, delay by kind of cell
family / cells / cell delay, ns
buffers and inverters: 4 / 1.88
AOI/OAI and AO/OA: 8 / 2.36
adders and majority gates: 1 / 0.78
and+or+nand+nor: 2 / 0.91
xor gates and xnor gates: 1 / 0.14
## power by group through the flow
stage	clock network (W)	registers [W]	logic (W)
CTS	0	0	0.000431
global route	0	0	0.000470
## final cells by class
cell class / count / area [sq um] / area share
Tap cell: 837 / 1050 / 0.0378
Timing Repair Buffer: 373 / 3290 / 0.119
Antenna cell: 6 / 15.0 / 0.000541
Inverter: 201 / 759 / 0.0274
Multi-Input combinational cell: 3310 / 22600 / 0.816
## cell families after synthesis
group / count (synthesis)
buffers and inverters: 549
AOI/OAI and AO/OA: 1556
and+or+nand+nor: 1185
xor gates and xnor gates: 63
adders and majority gates: 195
muxes: 311
Power is estimated from default activity; no workload was simulated.
